$ cat constraint.sdc
current_design rc4_task2a

set clk_period 7.6
set clk_io_pct 0.2

create_clock -name clk0 -period $clk_period [get_ports {clk}]

set non_clock_inputs [all_inputs -no_clocks]
set_input_delay [expr $clk_period * $clk_io_pct] -clock clk0 $non_clock_inputs
set_output_delay [expr $clk_period * $clk_io_pct] -clock clk0 [all_outputs]
$ cat design.v
`default_nettype none
module rc4_task2a(clk,s_counter,s_data_in,s_mem_data,write_enable_s_mem,d_counter,d_data,d_mem_out,write_enable_d_mem,e_counter,e_mem_data,
i_counter_task2a,start_secret, secret_key_data,secret_key_done,secret_key,
fail_led, success_led,key0,key1,key2,key3,
state);
input clk;
input key0,key1,key2,key3;  
output reg [8:0] state;
output reg [7:0] s_counter;
output reg [7:0] s_data_in;
output reg write_enable_s_mem;
input reg [7:0] s_mem_data;
reg [7:0] i_counter_task1 = 8'b0;
output reg [7:0] i_counter_task2a;
output reg start_secret;
assign start_secret = state[0];  
input reg [7:0] secret_key_data;
input reg secret_key_done;
reg [7:0] j_counter_task2a;
reg [7:0] s_mem_i, s_mem_j;  
input reg [7:0] e_mem_data;
input reg [7:0] d_mem_out;
output reg [7:0] d_counter;
output reg [7:0] d_data;
output reg write_enable_d_mem; 
output reg [7:0] e_counter;
reg [7:0]s_mem_i_2b, s_mem_j_2b, s_mem_f;
reg [7:0] k_counter, f_counter;
reg [7:0] i_counter_task2b;
reg [7:0] j_counter_task2b;
output reg [23:0] secret_key;
output reg success_led;  
output reg fail_led;
parameter task1 = 9'b00000000;
parameter get_i_counter = 9'b00000001;
parameter get_i_wait = 9'b00000010_0;
parameter get_i_data= 9'b00000011_0;
parameter get_secret_key= 9'b00000100_1;
parameter store_secret_key= 9'b00000101_0;
parameter get_j_value = 9'b00000110_0;
parameter get_j_counter = 9'b00000111_0;
parameter get_j_wait = 9'b00001000_0;
parameter get_j_data = 9'b00001001_0;
parameter i_swap_out = 9'b00001010_0;
parameter swap_values= 9'b00001011_0;
parameter j_swap_out = 9'b00001100_0;
parameter end_task2a= 9'b00001101_0;
parameter i_increment= 9'b00001110_0;
parameter get_i_counter_2b = 9'b00001111_0;
parameter get_i_wait_2b = 9'b00010000_0;
parameter get_i_data_2b = 9'b00010001_0;
parameter j_increment = 9'b00010010_0;
parameter get_j_counter_2b = 9'b00010011_0;
parameter get_j_wait_2b = 9'b00010100_0;
parameter get_j_data_2b = 9'b00010101_0;
parameter j_swap_out_2b = 9'b00010110_0;
parameter swap_values_2b = 9'b00010111_0;
parameter i_swap_out_2b = 9'b00011000_0;
parameter get_f_count_value = 9'b00011001_0;
parameter get_f_counter = 9'b00011010_0;
parameter wait_f_data = 9'b00011011_0;
parameter get_f_data = 9'b00011100_0;
parameter get_encrypt_data = 9'b00011101_0;
parameter decrypt_counter = 9'b00011110_0;
parameter decrypt_wait = 9'b00011111_0;
parameter get_decrypt_data = 9'b00100000_0;
parameter end_task2b = 9'b00100001_0;
parameter end_all = 9'b00100010_0;
parameter decrypt_check = 9'b00100011_0;
parameter failed = 9'b00100100_0;
parameter success_check = 9'b00100101_0;
parameter end_all_failed = 9'b00100110_0;
parameter end_all_success = 9'b00100111_0;
parameter reset = 9'b00101000_0;
	always_ff @(posedge clk) begin
		case(state) 
			reset:begin  
				i_counter_task1 <= 1'b0;
				i_counter_task2a <= 1'b0;
				j_counter_task2a <= 1'b0;
				i_counter_task2b <= 1'b0;
				j_counter_task2b <= 1'b0;
				f_counter <= 1'b0;
				k_counter <= 1'b0;
				state <= task1;
			end
			task1: begin
				write_enable_s_mem <= 1'b1;
					s_counter <= i_counter_task1;
					s_data_in <= i_counter_task1;
				if (i_counter_task1 == 8'd255) begin  
				state <= get_i_counter;
				end
				else begin
					i_counter_task1 <= i_counter_task1 + 1'b1;  
					state <= task1;
				end
			end
			get_i_counter: begin
					s_counter <= i_counter_task2a;  
					write_enable_s_mem <= 1'b0;
					state <= get_i_wait;
			end
			get_i_wait: begin
				write_enable_s_mem <= 1'b0; 
				state <= get_i_data;
			end
			get_i_data: begin
				write_enable_s_mem <= 1'b0;
				s_mem_i<= s_mem_data;  
				state <= get_secret_key;
			end	
		get_secret_key:begin  
				 write_enable_s_mem <=1'b0;
				if(secret_key_done) 
				state<=store_secret_key;
				else
				state<=get_secret_key;
			end
		store_secret_key:  
			begin
				write_enable_s_mem <=1'b0;
				state <= get_j_value;
			end
			get_j_value: begin  
				write_enable_s_mem <= 1'b0;
				j_counter_task2a<= (j_counter_task2a+ s_mem_data + secret_key_data);  	
				state <= get_j_counter;
			end
			get_j_counter: begin 
				write_enable_s_mem <= 1'b0;
				s_counter <= j_counter_task2a;  
				state <= get_j_wait;
			end
			get_j_wait: begin
				write_enable_s_mem <= 1'b0;
				state <= get_j_data;
			end
			get_j_data: begin
				s_mem_j <= s_mem_data;  
				write_enable_s_mem <= 1'b0;
				state <= i_swap_out;
			end
			i_swap_out: begin
				write_enable_s_mem <= 1'b1;
				s_data_in <= s_mem_i;  
				state <= swap_values;
			end
			swap_values: begin
				write_enable_s_mem <= 1'b0;
				s_counter <= i_counter_task2a;  
				state <= j_swap_out;
			end
			j_swap_out: begin
				write_enable_s_mem <= 1'b1;
				s_data_in <= s_mem_j;  
				state <= end_task2a;
			end
			end_task2a: begin
				write_enable_s_mem <= 1'b0;
				if (i_counter_task2a< 8'd255) begin  
					i_counter_task2a<= i_counter_task2a+ 1'b1; 
					state <= get_i_counter;
				end
				else begin
					state <= i_increment; 
				end
			end
			i_increment: begin
				i_counter_task2b<= i_counter_task2b+ 1'b1; 
				state <= get_i_counter_2b;
			end
			get_i_counter_2b: begin
				write_enable_s_mem <= 1'b0;
				s_counter <= i_counter_task2b; 
				state <= get_i_wait_2b;
			end
			get_i_wait_2b: begin
				write_enable_s_mem <= 1'b0;
				state <= get_i_data_2b;
			end
			get_i_data_2b: begin
				write_enable_s_mem <= 1'b0;
				s_mem_i_2b <= s_mem_data;  
				state <= j_increment;
			end	
			j_increment: begin
				write_enable_s_mem <= 1'b0;
				j_counter_task2b<= j_counter_task2b+ s_mem_i_2b;  
				state <= get_j_counter_2b;
			end
			get_j_counter_2b: begin
				write_enable_s_mem <= 1'b0;
				s_counter <= j_counter_task2b;  
				state <= get_j_wait_2b;
			end
			get_j_wait_2b: begin
				write_enable_s_mem <= 1'b0;
				state <= get_j_data_2b;
			end
			get_j_data_2b: begin
				write_enable_s_mem <= 1'b0;
				s_mem_j_2b <= s_mem_data;     
				state <= j_swap_out_2b;
			end
			j_swap_out_2b: begin
				write_enable_s_mem <= 1'b1;
				s_data_in <= s_mem_i_2b;  
				state <= swap_values_2b;
			end
			swap_values_2b: begin
				write_enable_s_mem <= 1'b0;
				s_counter <= i_counter_task2b;  
				state <= i_swap_out_2b;
			end
			i_swap_out_2b: begin
				write_enable_s_mem <= 1'b1;
				s_data_in <= s_mem_j_2b;  
				state <= get_f_count_value;
			end
			get_f_count_value: begin
				write_enable_s_mem <= 1'b0;
				f_counter <= s_mem_i_2b + s_mem_j_2b;  
				state <= get_f_counter;
			end
			get_f_counter: begin 
				write_enable_s_mem <= 1'b0;
				s_counter <= f_counter;  
				state <= wait_f_data;
			end
			wait_f_data: begin
				write_enable_s_mem <= 1'b0;
				state <= get_f_data;
			end
			get_f_data: begin
				write_enable_s_mem <= 1'b0; 
				s_mem_f <= s_mem_data;  
				write_enable_d_mem <= 1'b0;
				state <= get_encrypt_data;
			end	
			get_encrypt_data:
				begin
				e_counter <= k_counter;  
				state <= decrypt_counter;
				end
			decrypt_counter:
			begin
				d_counter <= k_counter;  
				state <= decrypt_wait;
			end
			decrypt_wait: begin
				state <= get_decrypt_data;
			end
			get_decrypt_data: begin
				write_enable_d_mem <= 1'b1;
				d_data <= (s_mem_f^e_mem_data);  
				state <= decrypt_check;
			end
		decrypt_check:
		begin
			if ((d_data == 8'd32) || ((d_data <= 8'd122) && (d_data >= 8'd97))) 
				begin
					if (k_counter < 31) begin
						k_counter <= k_counter + 1'b1;
						state <= i_increment;
					end
					else
						state <= end_all_success;
				end
			else if (secret_key < 24'h3FFFFF) begin 
				secret_key <= secret_key + 1'b1;
				state <= reset;
				end
			else
				state <= end_all_failed;
		end
		end_all_success: 
			begin
				success_led <= 1'b1;
				fail_led <= 1'b0;
				state <= end_all_success;
			end
		end_all_failed: 
			begin
				success_led <= 1'b0;
				fail_led <= 1'b1;
				state <= end_all_failed;
			end
		default: state <= reset;
	endcase
end
endmodule
$ cat run.sh
#!/bin/bash
# OpenROAD 26Q1-2900-gdf79404cd8, Yosys 0.63+post, stock flow scripts
make -C /OpenROAD-flow-scripts/flow DESIGN_CONFIG=/design/flow/config.mk WORK_HOME=/design/flow/orfs finish
$ cat config.mk
export PLATFORM = sky130hd
export DESIGN_NAME = rc4_task2a
export DESIGN_NICKNAME = rc4_task2a
export VERILOG_FILES = /design/flow/design.v
export SDC_FILE = /design/flow/constraint.sdc
export NUM_CORES = 4
export LEC_CHECK = 1
export CORE_UTILIZATION = 40
==> notes.md <==
Implementation numbers.

- The number of buffers inserted for hold repair after clock tree synthesis is 0.
- The clock-pin transition on the worst setup and hold timing paths is around 0.070 ns.
- The area of the synthesized netlist per yosys stat is ~8900 um^2.
- The commonest cells after synthesis are sky130_fd_sc_hd__edfxtp_1, sky130_fd_sc_hd__nor2_1, sky130_fd_sc_hd__nand3_1.
- Measured in cells, the most critical reg-to-reg path has a length of 4.
- The category of the worst setup path capture point is a register.
- The flip-flop cell with the highest count after synthesis is sky130_fd_sc_hd__edfxtp_1.
- The count of antenna diodes in the layout is 0.
- The launch point of the critical path was reported as s_mem_data[1].
- By instance count, the leading cell after synthesis is sky130_fd_sc_hd__edfxtp_1.
- The fraction of layout instances using a drive strength above 1 is between 6 and 7%.
- For reference, the post-synthesis area per instance comes to approximately 12 um^2.
- The via count of the first global-routing pass is ~5.8k.
- Data on the critical path arrives at its endpoint at 4.00 ns.
- The core box area is around 22000 um^2.
- The category of the worst setup path launch point is an input pin.
- OpenSTA lists the critical path endpoint as j_counter_task2a[7].
- The total cells reported by yosys after synthesis is ~760.
- The synthesized design contains roughly 160 enable-type register cells.
- Counting flops with an async set or reset pin after synthesis yields a share of 0%.
- The die is roughly 150 um wide.
- The tree built by TritonCTS fans out to ~170 sinks.
- The clock tree from TritonCTS is built.
- Static timing analysis puts the maximum clock frequency at 261.3 MHz.
- The final timing report lists a hold violation count of 0.
- The setup slack of the most critical reg-to-reg path is about 4.6 ns.
- The top cell type by area accounts for between 50% and 60% of the synthesized area.
- The number of buffers created by CTS is 17.
- The count of warning messages emitted by the tools is 37.
- The layout overhead on the synthesized area is 21.21%.
- After detailed routing, the average wire length per cell comes to between 15 and 20 um.
- The number of buffers inserted to repair setup after CTS is 0.
- The number of warnings printed during yosys synthesis is 2.
- Headroom to the max-slew limit came out at 40.41%.
- In this run the critical register-to-register path is captured at i_counter_task2a[6].
- The tally of max-capacitance violations is 0.
- The count of vias placed by the detailed router is about 6.2k.
- The script computed a power per unit cell area of around 170 nW/um^2.
- For this run, the final setup violation count is recorded as 0.
- Detailed-route iteration 0 reported a violation count of between 400 and 500.
- The floorplan step records an initial core utilization of ~41%.
- Setup repair after global routing left no endpoint under its margin.
- The cell count after synthesis is between 700 and 800.
- In the post-route report, total wirelength is listed as approximately 21000 um.
- The critical path endpoint has a required time of a little under 8 ns.
- The setup skew after layout is a little under 0.008 ns.
- The layout report lists the combined flip-flop and latch area as between 5000 and 6000 um^2.
- The number of max-slew violations in the final report is 0.
- Counting flops per register, the top entry is secret_key.
- The cell area that synthesis handed to floorplanning was between 8000 and 9000 um^2.
- The flow ran to the end, and the final reports show no timing, DRC or antenna violations.
- The largest driver fanout on the critical path is 6.
- sky130_fd_sc_hd__edfxtp_1 takes more of the synthesized area than any other cell.
- The clock period minus worst slack is 3.827 ns.
- Among all stages on the critical path, the maximum delay recorded is about 0.62 ns.
- The global router's overall resource usage is about a fifth.
- The first global-routing pass estimated 32670 um of wire.
- The post-synthesis sequential element count is around 170.
- The flip-flop count of the largest register after layout is 24.
- The detailed-route DRC error count is 0.
- The number of iterations in the first detailed-routing pass is 5.
- The part of the cycle the worst path needs is between 50% and 60%.
- Nets still carrying antenna violations after routing amount to 0.
- The congestion estimate from routability-driven global placement came to about 0.91.
- Excluding fillers, the count of instances in the completed layout stands at approximately 1.2k.
- The share of the Yosys chip area taken by registers is a little under three fifths.
- In the final layout, the multi-input gates occupy between 3000 and 4000 um^2.
- The HPWL after detailed placement is 15410 um.
- Per the skew report, the later register of the worst-skew pair sees a clock latency of approximately 0.43 ns.
- Looking at the critical path, the single cell with the biggest stage delay is sky130_fd_sc_hd__clkdlybuf4s50_1.
- The measured slew at the worst slew-check pin is about 0.9 ns.
- Setup slack on the critical path of the routed design comes to 3.773 ns.
- Per the OpenROAD power report, leakage power amounts to around 3.8 nW.
- The critical setup path kind is in2reg.
- The signal on the critical path passes through clkdlybuf4s50_1 -> fa_1 -> ha_1 -> inv_1 -> fa_1 -> nor2b_1 -> o21ai_0 -> a21oi_1 -> or3_1 -> a21oi_1.
- The number of gates given a new drive strength after cts is 0.
- The filler cell count in the final layout is roughly 1.9k.
- The most critical min-delay path falls under reg2reg.
- The worst-case IR drop observed on VDD is roughly 0.14 mV.
- For this run, the detailed router reports a per-instance via density of 5.377.
- The initial antenna violation count is 0.
- The number of buffers on the longest clock path is 2.
- The worst setup timing slack at the placement stage is approximately 3.3 ns.
- The number of placed instances, taps included, is between 1k and 1.5k.
- In this run the core area contains 54 standard-cell rows.
- The accumulated negative setup slack is 0 ns.
- The overall overflow remaining after global route is 0.
- After synthesis, the netlist uses 78 different library cells.
- The number of port buffers is ~110.
- Entering global routing, the biggest net connects 29 pins.
- Per the timing report, the most critical flop-to-flop path originates at state[6].
- The total die size is between 20000 and 25000 um^2.
- The count of boundary I/O pins is between 100 and 150.
- Sorting the synthesized cells by area gives the leading types as sky130_fd_sc_hd__edfxtp_1, sky130_fd_sc_hd__nand3_1, sky130_fd_sc_hd__ha_1.
- CTS placed an instance of sky130_fd_sc_hd__clkbuf_16 at the clock tree root.
- The depth of the CTS H-tree is 4.
- The chip height is roughly 150 um.
==> worst min path at each step <==
stage       startpoint           end  slack (ns)  cells past startpoint
4_1_cts   k_counter[7]  e_counter[7]        0.53                      0
5_1_grt   k_counter[7]  e_counter[7]        0.55                      0
6_report  k_counter[7]  e_counter[7]        0.52                      0
==> critical path: cells and delay by family <==
kind / cells / cell delay, ns
buffers and inverters: 2 / 0.67
AND-OR/OR-AND: 3 / 0.36
adder cells (fa/ha/maj): 3 / 1.15
AND/OR/NAND/NOR: 2 / 0.28
==> metrics by stage <==
step | instance area [um^2] | utilization, % | power [mW] | hold slack, ns
2_1_floorplan | 8906 | - | 1.067 | 0.4688
3_3_place_gp | 10230 | 46.90 | 1.091 | 0.5142
3_5_place_dp | 10230 | 46.90 | 1.091 | 0.5168
4_1_cts | 10790 | 49.44 | 1.904 | 0.5293
5_1_grt | 10790 | 49.44 | 1.951 | 0.5495
6_report | 10790 | 49.44 | 1.888 | 0.5213
==> cell families (layout without fill, tap and decap cells) <==
family	count (synthesis)	after routing	share of synthesized area (%)
multiplexers	9	9	1.124
AND-OR/OR-AND	119	119	9.037
AND/OR/NAND/NOR	292	292	17.15
adder cells (fa/ha/maj)	36	36	5.875
other	1	2	0.04212
buffers and inverters	69	184	3.486
XOR/XNOR	65	65	6.395
flip-flops	171	171	56.89
==> placed cells by master (no fill, tap or decap), drive strengths merged, types with 7 or more instances in the layout <==
cell	instances
ha	25
clkdlybuf4s50	109
a31oi	9
xnor2	33
nor2	79
a21oi	24
nand2	47
a221o	9
xor2	32
dfxtp	7
mux2	8
fa	10
nor3	11
edfxtp	164
buf	9
or3	9
nor3b	8
a22oi	18
nand3	67
clkbuf	17
o21ai	28
inv	41
and3	16
nor2b	12
==> cell type report <==
type                       instances  share of cell area (%)
clock buffer                      17                   3.943
clock inverter                    15                   1.206
inverter                          34                   1.183
sequential                       171                   46.94
timing repair buffer             118                   10.74
tap                              280                   3.247
multi-input combinational        523                   32.75
==> layer usage <==
metal	routed length, um	track usage, %
met1	9203	33.02
met2	9736	29.59
met3	1748	6.298
met4	283	2.200
met5	0	0
==> report_power, final <==
part           switching [mW]  internal, mW  total [mW]  leakage (nW)
clock                   0.388         0.430       0.818         0.264
sequential                  0          1.02        1.02          1.57
combinational          0.0238        0.0264      0.0502          1.97
Power figures rest on the tool's default switching activity, not on a simulated workload.
