**flow/constraint.sdc**
```tcl
current_design secretkey

set clk_period 4.5
set clk_io_pct 0.2

create_clock -name clk0 -period $clk_period [get_ports {clk}]

set non_clock_inputs [all_inputs -no_clocks]
set_input_delay [expr $clk_period * $clk_io_pct] -clock clk0 $non_clock_inputs
set_output_delay [expr $clk_period * $clk_io_pct] -clock clk0 [all_outputs]
```
**flow/run.sh**
```bash
#!/bin/bash
# OpenROAD 26Q1-2900-gdf79404cd8, Yosys 0.63+post, stock flow scripts
make -C /OpenROAD-flow-scripts/flow DESIGN_CONFIG=/design/flow/config.mk WORK_HOME=/design/flow/orfs finish
```
**flow/design.v**
```verilog
module secretkey (clk,start,finish,i_counter,secret_key_value,secret_key_input,hex0,hex1,hex2,hex3,hex4,hex5,state);
input clk;
input reg start;
input [7:0] i_counter;
input [23:0] secret_key_input;
reg [1:0] keylength = 2'd3;
output finish;
output reg [7:0] secret_key_value;
output reg [3:0] hex0,hex1,hex2,hex3,hex4,hex5;
reg [1:0] secret_key_mod;
output reg [3:0] state;
parameter idle = 4'b0000;
parameter key_mod = 4'b0001;
parameter key_mod_check = 4'b0010;
parameter finish_state = 4'b0011;
parameter hex_display = 4'b0100;
parameter wait_display = 4'b0101;
always @(posedge clk)
begin
	case(state)
	idle: begin
	finish <=1'b0;
	if (start)
		state <= key_mod;
	else
		state<= idle;
	end
	key_mod:begin
		secret_key_mod <= (i_counter % keylength);
		state <= key_mod_check;
	end
	key_mod_check:
	begin
		if (secret_key_mod == 0)
			secret_key_value <= secret_key_input[23:16] ;
		else if (secret_key_mod == 1)
			secret_key_value <= secret_key_input[15:8];
		else if (secret_key_mod == 2)
			secret_key_value <= secret_key_input[7:0];
	state <= hex_display;
	end
	hex_display:
		begin
			hex0 <= secret_key_input[3:0];
			hex1 <= secret_key_input[7:4];
			hex2 <= secret_key_input[11:8];
			hex3 <= secret_key_input[15:12];
			hex4 <= secret_key_input[19:16];
			hex5 <= secret_key_input[23:20];
			state <= wait_display;
		end
	wait_display:
		begin
			state <= finish_state;
		end
	finish_state:begin
	state <= idle;
	finish <= 1'b1;
	end
	default: state<= idle;
	endcase
end
endmodule
```
**flow/config.mk**
```make
export PLATFORM = sky130hd
export DESIGN_NAME = secretkey
export DESIGN_NICKNAME = secretkey
export VERILOG_FILES = /design/flow/design.v
export SDC_FILE = /design/flow/constraint.sdc
export NUM_CORES = 4
export LEC_CHECK = 1
export CORE_AREA = 10 10 105 105
export DIE_AREA = 0 0 115 115
```
==> Changelog: implementation <==
### Physical design

- Status: completed
- Sum of routed wire length over all layers: 4310 um
- Required time at the worst-slack endpoint: 4540 ps
- Yosys top cell by instances: sky130_fd_sc_hd__edfxtp_1
- Die ar.: 13200 um^2
- Total clock buffers created by CTS: 5
- Post-route ant nets: 0
- Total DRC errors in the routed layout: 0
- Count of endpoints failing setup in the final report: 0
- Site row count: 34
- Post-route worst setup slack: 691 ps
- #FFs+latches synth: 38
- Maximum number of pins on one net before global-route repair: 25
- Buffers inserted by post-CTS timing repair: 0
- Clock buffer depth: 2
- IO Count: 71
- Mapped cell area: 1760 um^2
- Type of the worst min-delay path: flip-flop to flip-flop
- Count of buffers from port buffering: 69
- Final global-route overflow total: 0
- Relative area change from synthesis to final layout: 53.3%
- Worst max-slew margin expressed relative to the limit: 63.8%
- Total of warnings raised by yosys: 3
- Number of maximum-capacitance violations: 0
- Initial DRT Pass Iterations: 4
- Clock sink total: 38
- Data arrival time of the critical path: 3850 ps
- Worst-case vdd ir drop: 199 uV
- Post-synthesis chip area from yosys: 1760 um^2
- Worst setup SP type: input pin
- Critical path cell sequence: clkdlybuf4s50_1, inv_1, mux2i_1, a22oi_1, or3_4, ha_1, a211o_1, mux2i_1, ha_1, a31o_1, mux2_4
- Final slew viol count: 0
- Post-synth seq share: 63.3%
- Die Ht: 115 um
- Number of antenna violations at the first check in global routing: 0
- Total leakage power: 0.952 nW
- Post-synthesis average cell area: 13.3 um^2
- Global-route wire length before repair: 6410 um
- Achievable frequency: 263 MHz
- EDFF count, synth: 35
- Tot GR Track Use: 5.96%
- Via count of the first global-routing pass: 1174
- Fraction of final layout cells with drive strength greater than 1: 7.84%
- Share of the synthesized area in the top cell type: 59.9%
- Width of the die: 115 um
- Initial core utilization: 20.0%
- Unrepaired setup endpoints after global routing: no
- Yosys Instances: 132
- Instance count of the mapped netlist: 132
- Class of the most critical setup path: input pin to flip-flop
- Commonest flop: sky130_fd_sc_hd__edfxtp_1
- Number of violations reported at the end of detailed-routing iteration 0: 45
- Worst-case clock skew: 3.65 ps
- Final cycle utilization of the critical path: 84.6%
- Placed wire-length estimate after detailed placement: 3370 um
- Kind of cell adding the most delay to the critical path: buffers and inverters
- Pwr dens: 449 nW/um^2
- Drt wl/cell: 13.8 um
- Library cell used as clock root buffer: sky130_fd_sc_hd__clkbuf_8
- Final hold violation count: 0
- Clock-pin slew on the worst setup and hold paths: 70 ps
- Number of resized instances in the post-cts repair step: 0
- Final setup TNS: 0 ps
- Slew at the pin with the worst max-slew slack: 544 ps
- Cts hold-fix bufs: 0
- Antenna fix cells: 0
- RD Place Congestion: 0.793
- Distinct lib cells used: 38
- Clock insertion delay at the later pin of the skew report: 280 ps
- Top cell types by occurrence after synthesis: sky130_fd_sc_hd__edfxtp_1 (35), sky130_fd_sc_hd__mux2i_1 (10), sky130_fd_sc_hd__nand2_1 (9), sky130_fd_sc_hd__o21ai_0 (9)
- Placeable core region: 8760 um^2
- Period minus WS final: 3810 ps
- Post-Place Worst Slack: 416 ps
- Cell with the largest stage delay on the worst path: sky130_fd_sc_hd__clkdlybuf4s50_1
- Async set-or-reset flop fraction in the synthesized netlist: 0%
- Slowest stage delay, CP: 720 ps
- Critical Path Sink Type: flip-flop
- Vias post-DR: 1276
- Synth area leaders: sky130_fd_sc_hd__edfxtp_1 (60%), sky130_fd_sc_hd__mux2i_1 (5.7%), sky130_fd_sc_hd__dfxtp_1 (3.4%), sky130_fd_sc_hd__o21ai_0 (2.6%), sky130_fd_sc_hd__a21oi_1 (2.0%)
- Yosys top cell by area: sky130_fd_sc_hd__edfxtp_1
- Number of H-tree levels: 2
- Count of warning messages emitted by the tools: 25
- Peak fanout along the critical path: 12
- Buffers and inverters on the worst path: 2
- Drt via density: 4.09
- TritonCTS clock tree: built
==> placed cells by master, fill, tap and decap left out, types with 2 or more instances in the layout <==
cell type and instances:
sky130_fd_sc_hd__a22oi_1 2, sky130_fd_sc_hd__a21oi_1 7, sky130_fd_sc_hd__nor3_1 3, sky130_fd_sc_hd__o21ai_0 9
sky130_fd_sc_hd__bufinv_16 2, sky130_fd_sc_hd__xnor2_1 4, sky130_fd_sc_hd__clkbuf_8 5, sky130_fd_sc_hd__mux2i_1 10
sky130_fd_sc_hd__nor2b_1 2, sky130_fd_sc_hd__ha_1 2, sky130_fd_sc_hd__nor3b_1 4, sky130_fd_sc_hd__edfxtp_1 35
sky130_fd_sc_hd__dfxtp_1 3, sky130_fd_sc_hd__a211oi_1 3, sky130_fd_sc_hd__nor2_1 7, sky130_fd_sc_hd__nand2_1 9
sky130_fd_sc_hd__inv_1 5, sky130_fd_sc_hd__buf_4 2, sky130_fd_sc_hd__clkdlybuf4s50_1 69, sky130_fd_sc_hd__and3b_1 2
==> state kept, by name (all words and copies together), names as in the netlist <==
register,flops
hex2,4
hex5,4
hex3,4
secret_key_value,8
finish,1
hex1,4
state,3
hex0,4
hex4,4
secret_key_mod,2
==> worst register-to-register path, cell delays in order, from the launching register on <==
cell and delay, ps:
sky130_fd_sc_hd__edfxtp_1 630, sky130_fd_sc_hd__a2111oi_2 430, sky130_fd_sc_hd__buf_4 240
==> metal layers <==
metal	GRT usage [%]	vias up	routed length (um)
met5	0	-	0
met4	0.990	0	73
met3	2.37	8	519
met2	8.93	61	1720
met1	8.22	565	2000
li1	-	642	-
==> final timing paths <==
| path | start | to | slack [ps] | cells past startpoint |
|---|---|---|---|---|
| setup / recovery | i_counter[2] | secret_key_mod[1]$_DFFE_PP_ | 690 | 11 |
| hold / removal | state[0]$_DFF_P_ | state[2]$_DFF_P_ | 490 | 1 |
| setup reg to reg | secret_key_mod[0]$_DFFE_PP_ | secret_key_value[6]$_DFFE_PP_ | 2910 | 2 |
| hold reg to reg | state[0]$_DFF_P_ | state[2]$_DFF_P_ | 490 | 1 |
==> cell families (layout without fill, tap and decap cells) <==
group	after synthesis	in the layout	share of synthesized area, %
compound gates	27	27	9.69
xor+xnor	5	5	2.49
fa+ha+maj	2	2	1.43
buf+inv	12	84	3.56
flops	38	38	63.3
mux	11	11	6.56
other cells	1	1	0.214
simple gates	36	36	12.8
==> area by class of cell <==
cell class / count / area (um^2)
fillers: 889 / 6070
flip-flops and latches: 38 / 1110
repair buffers: 71 / 706
multi-input cells: 82 / 588
well taps: 108 / 135
clock buffers: 5 / 68.8
clock inverters: 3 / 63.8
inverters: 5 / 18.8
==> power by group <==
part / leakage [nW] / internal, W / switching (W)
combinational: 0.538 / 0.000203 / 0.000115
sequential: 0.347 / 0.000498 / 0.0000600
clock: 0.0658 / 0.000219 / 0.000114
==> stage by stage <==
stage	cells	util [%]	power [W]	area, um^2	hold WS (ps)
after detailed placement	304	29.2	0.000895	2560	486
final	312	30.7	0.00121	2690	491
after global routing	312	30.7	0.00129	2690	546
after CTS	312	30.7	0.00124	2690	503
after global placement	304	29.2	0.000892	2560	471
after floorplan	132	-	0.000667	1760	423
Power figures rest on the tool's default switching activity, not on a simulated workload.
